**flow/config.mk**
```make
export PLATFORM = sky130hd
export DESIGN_NAME = uart_send
export DESIGN_NICKNAME = uart_send
export VERILOG_FILES = /design/flow/design.v
export SDC_FILE = /design/flow/constraint.sdc
export NUM_CORES = 4
export LEC_CHECK = 1
export CORE_AREA = 10 10 100 100
export DIE_AREA = 0 0 110 110
```
**flow/constraint.sdc**
```tcl
current_design uart_send

set clk_period 2.2
set clk_io_pct 0.2

create_clock -name clk0 -period $clk_period [get_ports {clk_i}]

set non_clock_inputs [all_inputs -no_clocks]
set_input_delay [expr $clk_period * $clk_io_pct] -clock clk0 $non_clock_inputs
set_output_delay [expr $clk_period * $clk_io_pct] -clock clk0 [all_outputs]
```
**flow/design.v**
```verilog
module uart_send
#(
	parameter  CLK_FREQ = 50000000,
	parameter  UART_BPS = 9600
)
(
    input clk_i,                 
    input rst_n_i,               
    input uart_en_i,             
    input [7 : 0] uart_din_i,    
	output uart_tx_busy_o,       
    output uart_txd_o            
);
localparam BPS_CNT  = CLK_FREQ/UART_BPS;
reg uart_en_i_d0; 
reg uart_en_i_d1;
wire en_flag;
always @(posedge clk_i or negedge rst_n_i) begin         
    if (!rst_n_i) begin
        uart_en_i_d0 <= 1'b0;                                  
        uart_en_i_d1 <= 1'b0;
    end                                                      
    else begin                                               
        uart_en_i_d0 <= uart_en_i;                               
        uart_en_i_d1 <= uart_en_i_d0;                            
    end
end
assign en_flag = (~uart_en_i_d1) & uart_en_i_d0;
reg tx_flag;
reg [7 : 0] tx_data;
reg [3 : 0] tx_cnt;
reg [15 : 0] clk_cnt;
always @(posedge clk_i or negedge rst_n_i) begin         
    if (!rst_n_i) begin                                  
        tx_flag <= 1'b0;
        tx_data <= 8'd0;
    end 
    else if (en_flag) begin                
            tx_flag <= 1'b1;
            tx_data <= uart_din_i;
        end
        else 
        if ((tx_cnt == 4'd9)&&(clk_cnt == BPS_CNT - 1)) begin
            tx_flag <= 1'b0;
            tx_data <= 8'd0;
        end
        else begin
            tx_flag <= tx_flag;
            tx_data <= tx_data;
        end
end
assign uart_tx_busy_o = uart_en_i| uart_en_i_d0 | tx_flag;
always @(posedge clk_i or negedge rst_n_i) begin         
    if (!rst_n_i) begin                             
        clk_cnt <= 16'd0;                                  
        tx_cnt  <= 4'd0;
    end                                                      
    else if (tx_flag) begin
        if (clk_cnt < BPS_CNT - 1) begin
            clk_cnt <= clk_cnt + 1'b1;
            tx_cnt  <= tx_cnt;
        end
        else begin
            clk_cnt <= 16'd0;
            tx_cnt  <= tx_cnt + 1'b1;
        end
    end
    else begin
        clk_cnt <= 16'd0;
        tx_cnt  <= 4'd0;
    end
end
reg uart_txd_o_r;
always @(posedge clk_i or negedge rst_n_i)begin        
    if (!rst_n_i)
        uart_txd_o_r <= 1'b1;        
    else if (tx_flag)
        case(tx_cnt)
            4'd0: uart_txd_o_r <= 1'b0;          
            4'd1: uart_txd_o_r <= tx_data[0];
            4'd2: uart_txd_o_r <= tx_data[1];
            4'd3: uart_txd_o_r <= tx_data[2];
            4'd4: uart_txd_o_r <= tx_data[3];
            4'd5: uart_txd_o_r <= tx_data[4];
            4'd6: uart_txd_o_r <= tx_data[5];
            4'd7: uart_txd_o_r <= tx_data[6];
            4'd8: uart_txd_o_r <= tx_data[7];
            4'd9: uart_txd_o_r <= 1'b1;          
            default: ;
        endcase
    else 
        uart_txd_o_r <= 1'b1;
end
assign uart_txd_o = uart_txd_o_r;
endmodule
```
**flow/run.sh**
```bash
#!/bin/bash
# OpenROAD 26Q1-2900-gdf79404cd8, Yosys 0.63+post, stock flow scripts
make -C /OpenROAD-flow-scripts/flow DESIGN_CONFIG=/design/flow/config.mk WORK_HOME=/design/flow/orfs finish
```
==> qor.csv <==
stage,metric,value,unit
clock_network,cts_tree,yes,
synth,synthTopCellsByCount,"dfrtp_1 (31), nor2_1 (16), nand2_1 (11)",
clock_network,path_clk_slew,60,ps
sta,hold_viol,0,
floorplanning,die_height,110,um
global_routing,grt_pass1_vias,1121,
clock_network,cts.sinks,32,
sta,worst_slew_pin_slew,519,ps
final_layout,area_delta_synth_final,23.7,%
final_layout,final_cells,268,
worst_setup_path,critPathMaxStageDelay,420,ps
sta,setup_violations,0,
final_layout,nFillCells,826,
worst_setup_path,cp_top_family,buffers and inverters,
clock_network,clock_path_buffers,2,
routing,routedWlPerCell,11.4,um
routing,vias,1119,
sta,max_freq,494,MHz
clock_network,post_cts_buffers,0,
floorplanning,core,7810,sq um
synth,ff_type,dfrtp_1,
synth,yosysTopAreaCell,dfrtp_1,
global_routing,grt_pass1_wl,5210,um
floorplanning,chipArea,12100,sq um
global_routing,antenna_found_initial,0,
floorplanning,io_pins,13,
clock_network,cts_made_buffers,5,
synth,synth-edff-count,0,
sta,layout_min_cycle_time,2030,ps
synth,yosys_area,1520,sq um
routing,wl,3060,um
worst_setup_path,rr_worst_depth,7,
worst_setup_path,critPathKind,in2out,
worst_setup_path,reg2reg_to,tx_data[1],
floorplanning,die_w,110,um
worst_setup_path,critPathArrivalTime,1590,ps
global_routing,grt_max_degree,33,
floorplanning,fp-row-count,32,
worst_setup_path,cp-start-kind,input port,
clock_network,cts.htree.levels,2,
global_routing,track_usage,0.0517,
final_layout,drive_gt1_frac,0.0843,
worst_setup_path,end_kind,primary output,
clock_network,cts_resized,0,
place,dp_hpwl,2130,um
synth,syn_inst,144,
worst_setup_path,cpMaxStageDelayCell,clkdlybuf4s50_1,
routing,antenna_left,0,
final_layout,regArea,802,sq um
sta,timing.final.crit_share,0.921,
sta,relSlewSlack,0.651,
worst_setup_path,worstPathCellList,clkdlybuf4s50_1 -> or3_1 -> clkdlybuf4s50_1,
place,gp_congestion,0.785,
global_routing,grt.overflow.total,0,
floorplanning,fp_util,0.195,
sta,fin_skew,3.90,ps
synth,synth.top_cell.area_share,0.509,
worst_setup_path,crit_cells,3,
routing,first_pass_iters,4,
synth,synth_area,1520,sq um
min_path,hp-class,reg2reg,
job,warnings,28,
min_path,hold_depth,0,
place,io_buffers,12,
status,status,completed,
min_path,min-delay-start,uart_en_i_d0,
routing,viasPerCell,4.18,
worst_setup_path,cp.required,1760,ps
pwr,power_density,849,nW/um^2
pwr,vdd_drop_max,0.328,mV
synth,postSynth.asyncResetShare,1.00,
job,cap_violations,0,
synth,yosys_cells,144,
clock_network,clockRootBuffer,clkbuf_8,
pwr,leakage,0.784,nW
pwr,total_power,1.60,mW
place,dp_cells,260,
sta,rsz0062_at_grt,no,
worst_setup_path,reg2reg_slack,310,ps
final_layout,utilization,0.242,
routing,num_antenna_cells,0,
routing,first_iter_violations,74,
worst_setup_path,r2r_start,tx_cnt[1],
synth,top_cell,dfrtp_1,
sta,fin_tns_setup,0,ps
synth,ys_warn_count,1,
synth,ys_seq_elements,32,
sta,maxSlewViolCount,0,
min_path,holdPathEnd,uart_en_i_d1,
final_layout,comb_area,682,sq um
clock_network,cts_hold_repair.buffers,0,
synth,yosys.stat.seqShare,0.526,
synth,synth.top_cells.by_area,"dfrtp_1 (51%), a22o_1 (4.6%), xnor2_1 (4.6%)",
routing,route.detailed.drc,0,
synth,syn_avg_cell_area,10.6,sq um
worst_setup_path,cp_max_fo,2,
worst_setup_path,critPathBufInv,2,
clock_network,clock_latency,280,ps
synth,yosys.cell_types.count,37,
worst_setup_path,crit_top_cell,clkdlybuf4s50_1,
worst_setup_path,crit_start,uart_en_i,
## report_power, final
part	switching, mW	internal (mW)
registers	0.0779	0.669
clock network	0.197	0.255
logic	0.190	0.212
total	0.464	1.14
## cell families after synthesis
logic type,Yosys count,share of synthesized area
fa+ha+maj,5,0.0411
compound gates,26,0.135
flops,32,0.526
simple gates,53,0.172
mux,5,0.0337
other cells,1,0.00246
xor+xnor,10,0.0575
buf+inv,12,0.0312
## routing by layer
layer	vias to the layer above	GRT usage	wire [um]
met3	4	0.0118	96
met2	14	0.0821	1430
li1	556	-	-
met1	545	0.0705	1450
met4	0	0.0121	76
met5	-	0	0
## sequential cells by signal, indices dropped and copies added, names as in the netlist
signal and flops:
clk_cnt 16, tx_cnt 4, tx_data 8, tx_flag 1, uart_en_i_d0 1, uart_en_i_d1 1, uart_txd_o_r 1
## cell type report
type,count,share of cell area
Clock buffer,8,0.0478
Multi-Input combinational cell,102,0.362
Tap cell,102,0.0677
Inverter,7,0.0139
Sequential cell,32,0.425
Timing Repair Buffer,17,0.0836
## how the worst max path moves through the flow
stage / end
after CTS: uart_tx_busy_o
after global routing: uart_tx_busy_o
final: uart_tx_busy_o
## through the flow
stage | worst slack [ps] | cell area [sq um] | hold WS, ps
6_report | 174 | 1890 | 386
5_1_grt | 131 | 1890 | 401
4_1_cts | 143 | 1890 | 392
3_5_place_dp | 143 | 1800 | 377
3_3_place_gp | 155 | 1800 | 378
2_1_floorplan | 433 | 1530 | 144
## placed cells by master (no fill, tap or decap), drive strengths merged, types with 2 or more instances in the layout
master	count
nand2	11
nor3	5
nand3	6
mux2i	4
and3	2
a21o	2
dfrtp	31
inv	7
nor2	16
buf	5
clkbuf	8
xnor2	8
conb	3
nand4	2
ha	5
a21oi	2
nand2b	3
a31oi	5
a22o	8
nor4	4
clkdlybuf4s50	12
a222oi	2
xor2	2
## worst register-to-register path, cell delays in order, from the launching register on
cell and delay, ps:
dfrtp_1 430, inv_1 100, ha_1 290, inv_1 70
nor4_1 340, a41oi_1 160, buf_4 210, a22o_1 180
Power is estimated from default activity; no workload was simulated.
